==> flow/design.v <==
`timescale 1ns / 1ps
module De_assertion_rst(
                        input clk, rst,
                        output reg master_rst 
);
reg q1;
always@(posedge clk, negedge rst) begin
    if(!rst) begin
        master_rst <= 1'b0;
        q1 <= 1'b0; end
    else begin
        q1 <= 1'b1;
        master_rst <= q1;
        end
end
endmodule
`timescale 1ns / 1ps
module TOP_MODULE
(input [7 : 0] wdata,
input wclk, wrst_n, winc, 
input rclk, rrst_n, rinc,
output [7 : 0]rdata
);
wire [2 : 0] waddr, raddr;
wire [3:0]  wptr, rptr, wq2_rptr, rq2_wptr;
wire wfull, rempty;
De_assertion_rst master_rrst(rclk, wrst_n, mrrst);
De_assertion_rst master_wrst(wclk, rrst_n, mwrst);
sync_r2w sync_r2w(.wclk(wclk), .wrst_n(mwrst), .rptr(rptr), .wq2_rptr(wq2_rptr));
sync_w2r sync_w2r(.rclk(rclk), .rrst_n(mrrst), .wptr(wptr), .rq2_wptr(rq2_wptr));
rptr_empty rptr_empty(
                      .rinc(rinc), .rclk(rclk), .rrst_n(mrrst), .rq2_wptr(rq2_wptr),
                      .rempty(rempty), .raddr(raddr), .rptr(rptr)
                      );
wptr_full wptr_full(
                    .winc(winc), .wclk(wclk), .wrst_n(mwrst), .wq2_rptr(wq2_rptr), 
                    .wfull(wfull), .waddr(waddr), .wptr(wptr)
                    );
fifomem fifo_mem(
                 .wdata(wdata), .waddr(waddr), .raddr(raddr), .wclk(wclk), .wclken(winc),
                 .wfull(wfull), .rdata(rdata)
                 );
endmodule
`timescale 1ns/1ps
module fifomem(wdata, waddr, raddr, wclk, wclken, wfull, rdata);
    parameter DATASIZE = 8;
    parameter ADDRSIZE = 3;
    input [DATASIZE - 1:0] wdata;
    input [ADDRSIZE - 1:0] waddr, raddr;
    input wclk,  wclken, wfull;
    output [DATASIZE - 1:0] rdata;
    localparam DEPTH = 8;
    reg [DATASIZE - 1 : 0] mem [0 : DEPTH -1]; 
    assign rdata = mem[raddr];
    always@(posedge wclk) begin
        if(wclken && !wfull)
            mem[waddr] <= wdata;
        else
            mem[waddr] <= 8'b0;
    end
endmodule
`timescale 1ns/1ps
module rptr_empty(input rinc, rclk, rrst_n, input[3:0] rq2_wptr,
                  output reg rempty, output [2:0] raddr, output reg [3:0] rptr
                  );
                  reg [3:0] rbin;
                  wire [3:0]rbinnext;
                  wire rempty_val;
                  wire [3:0]rgraynext;
                  always@(posedge rclk) begin
                    if(!rrst_n)
                        {rbin, rptr} <= 0;
                    else
                        {rbin, rptr} <= {rbinnext, rgraynext};
                  end
                  assign raddr = rbin[2:0];
                  assign rbinnext = rbin + (rinc & ~rempty);
                  assign rgraynext = (rbinnext >> 1) ^ rbinnext;
                  assign rempty_val = (rgraynext == rq2_wptr);
                  always@(posedge rclk) begin
                    if(!rrst_n)
                        rempty <= 1'b0;
                    else
                        rempty <= rempty_val;
                  end
endmodule
`timescale 1ns/1ps
module sync_r2w(input wclk, wrst_n, input [3:0] rptr,
                output reg [3:0] wq2_rptr );
                reg [3:0] Q0;
                always@(posedge wclk or negedge wrst_n) begin
                    if(~wrst_n) begin
                        Q0 <= 4'b0;
                        wq2_rptr <= 4'b0;
                        end
                    else
                        begin
                            Q0 <= rptr;
                            wq2_rptr <= Q0; 
                        end
                end
endmodule
`timescale 1ns/1ps
module sync_w2r(input rclk, rrst_n, input [3:0] wptr,
                output reg [3:0] rq2_wptr );
                reg [3:0] Q0;
                always@(posedge rclk or negedge rrst_n) begin
                    if(~rrst_n) begin
                        Q0 <= 4'b0;
                        rq2_wptr <= 4'b0;
                        end
                    else
                        begin
                            Q0 <= wptr;
                            rq2_wptr <= Q0; 
                        end
                end
endmodule
`timescale 1ns/1ps
module wptr_full(
                  input winc, wclk, wrst_n, input[3:0] wq2_rptr,
                  output reg wfull, output [2:0] waddr, output reg [3:0] wptr
                  );
                  reg [3:0] wbin;
                  wire [3:0] wbinnext;
                  wire wfull_val;
                  wire [3:0] wgraynext;
                  always@(posedge wclk) begin
                    if(wrst_n == 0)
                        {wbin, wptr} <= 0;
                    else
                        {wbin, wptr} <= {wbinnext, wgraynext};
                  end
                  assign waddr = wbin[2:0];
                  assign wbinnext = wbin + (winc & ~wfull);
                  assign wgraynext = (wbinnext >> 1) ^ wbinnext;
                  assign wfull_val = ((wgraynext[3] != wq2_rptr[3]) &&
                                      (wgraynext[2] != wq2_rptr[2]) &&
                                      (wgraynext[1:0] == wq2_rptr[1:0]));
                  always@(posedge wclk) begin
                    if(!wrst_n)
                        wfull <= 0;
                    else
                        wfull <= wfull_val;
                  end
endmodule
==> flow/run.sh <==
#!/bin/bash
# OpenROAD 26Q1-2900-gdf79404cd8, Yosys 0.63+post, stock flow scripts
make -C /OpenROAD-flow-scripts/flow DESIGN_CONFIG=/design/flow/config.mk WORK_HOME=/design/flow/orfs finish
==> flow/config.mk <==
export PLATFORM = sky130hd
export DESIGN_NAME = TOP_MODULE
export DESIGN_NICKNAME = TOP_MODULE
export VERILOG_FILES = /design/flow/design.v
export SDC_FILE = /design/flow/constraint.sdc
export NUM_CORES = 4
export LEC_CHECK = 1
export CORE_UTILIZATION = 30
==> flow/constraint.sdc <==
current_design TOP_MODULE

set clk_period 2.8
set clk_io_pct 0.2

create_clock -name clk0 -period $clk_period [get_ports {rclk}]
create_clock -name clk1 -period $clk_period [get_ports {wclk}]

set non_clock_inputs [all_inputs -no_clocks]
set_input_delay [expr $clk_period * $clk_io_pct] -clock clk0 $non_clock_inputs
set_output_delay [expr $clk_period * $clk_io_pct] -clock clk0 [all_outputs]
==> out/metrics.csv <==
stage,metric,value,unit
synth,"Avg Cell Area, Syn",18.7,sq um
global_route,largest net degree at the start of global routing,19,
sta,setup ws final,0.169,ns
synth,Mux area share,13.4,%
job,warning total across the stage logs,27,
synth,ys cells,206,
synth,Yosys Chip Area,3860,sq um
power_and_ir_drop,Power Total,3.63,mW
worst_setup_path,Crit Path Class,register to output pin,
sta,slew margin rel.,46.7,%
layout,Area Growth Syn to Fin,21.8,%
synth,Synth Seq Share,71.1,%
sta,Final Hold Viols,0,
floorplan,CORE AREA,12600,sq um
clock_tree,Setup Buffers After CTS,0,
route,WL final,5960,microns
synth,simple share,7.30,%
sta,RSZ-0062 raised after global routing,no,
clock_tree,# hold bufs at CTS,0,
layout,share of cells above drive strength 1,15.7,%
route,routed vias,1774,
floorplan,width of the die,115,microns
synth,post-synthesis cell count,206,
route,DRT iter0 DRCs,82,
placement,Area after DPL,4320,sq um
worst_setup_path,Worst EP arrival,2.07,ns
sta,setup_tns,0,ns
layout,fill cell count,1117,
layout,most frequent cells in the layout,"edfxtp_1 (64), and2_1 (21), clkdlybuf4s50_1 (20), dfrtp_1 (20), dfxtp_1 (16)",
floorplan,die height,115,microns
synth,warning count from the yosys run,8,
worst_setup_path,CP Capture Type,output pin,
sta,# setup viols final,0,
clock_tree,"Reg clk slew, reported paths",0.06,ns
floorplan,Die Area,13300,sq um
route,Vias/cell,4.21,
worst_setup_path,startpoint types,register,
status,outcome,"finished, final reports clean",
clock_tree,Resize count post-CTS,0,
route,post-route ant nets,0,
global_route,initial antenna violation count,0,
floorplan,row count,41,
placement,RD Place Congestion,0.761,
hold_path,Hold Crit Class,register to asynchronous set/reset pin,
synth,#FFs+latches synth,100,
synth,xor+xnor area frac,4.70,%
synth,synth unique cells,32,
route,drt first pass iters,4,
synth,Synth Area in Compound Gates,0.616,%
route,Antenna Cells,0,
layout,most used logic cell in the final layout,edfxtp_1,
route,drc violations,0,
clock_tree,clock sink count,100,
synth,Adders+Majority by Area,1.30,%
global_route,GRT Util Overall,10.2,%
placement,DP Worst Slack,0.271,ns
floorplan,FP Util,30.7,%
sta,Max Transition Viols Final,0,
global_route,first-pass GRT wire length,9350,microns
placement,Post-DP HPWL,3790,microns
global_route,grt total ovfl,0,
clock_tree,TritonCTS clock tree,built,
global_route,vias in the first global route,1781,
placement,IO buf count,20,
floorplan,# IOs,22,
worst_setup_path,largest fanout on the critical path,18,
job,MaxCap Viol Count,0,
sta,worst-margin pin slew,0.798,ns
power_and_ir_drop,Max IR drop VDD,0.378,mV
synth,Top non-seq family,multiplexers,
synth,Syn Std Cell Area,3860,sq um
worst_setup_path,crit path DRT,2.24,ns
power_and_ir_drop,Pleak,1.78,nW
route,wire length per cell,14.2,microns
layout,Final Cell Area,4700,sq um
power_and_ir_drop,Pwr Density,773,nW/um^2
sta,Final Skew,0.00520,ns
final cells by class:
cell class	count	area [sq um]	share of cell area, %
well taps	172	215	4.58
repair buffers	30	300	6.39
multi-input cells	99	1060	22.6
clock buffers	13	304	6.47
flip-flops and latches	100	2740	58.4
clock inverters	7	76.3	1.62
power breakdown:
group	switching, mW	internal (mW)	leakage (nW)
combinational	0.182	0.303	0.601
clock	0.597	0.827	0.187
sequential	0.0456	1.68	0.996
metal layers:
layer	vias up	global-route usage, %	share of wire (%)
met3	7	4.53	7.6
met5	-	0	0
met4	0	1.65	1.5
met2	51	14.8	45
met1	851	15.2	46
li1	865	-	-
cell usage after synthesis, drive strengths merged:
| library cell | instances | share of area, % |
|---|---|---|
| buf | 7 | 1.4 |
| nand2 | 4 | 0.39 |
| dfxtp | 16 | 8.3 |
| ha | 4 | 1.3 |
| o311ai | 1 | 0.23 |
| nor2 | 1 | 0.097 |
| clkbuf | 1 | 0.097 |
| nor3 | 2 | 0.26 |
| nand2b | 1 | 0.16 |
| nor4b | 1 | 0.23 |
| dfrtp | 20 | 13 |
| nand3 | 2 | 0.26 |
| mux4 | 16 | 11 |
| or2 | 1 | 0.16 |
| and2 | 21 | 3.4 |
| and3 | 3 | 0.49 |
| xnor2 | 9 | 2.0 |
| a21boi | 1 | 0.19 |
| mux2i | 1 | 0.26 |
| a211oi | 1 | 0.19 |
| xor3 | 1 | 0.62 |
| edfxtp | 64 | 50 |
| xor2 | 9 | 2.0 |
| nor3b | 3 | 0.58 |
| and3b | 2 | 0.45 |
| nor2b | 5 | 0.81 |
| conb | 1 | 0.097 |
| mux2 | 8 | 2.3 |
state kept, by name, summed over array words and instances, names as in the netlist:
register and count:
sync_r2w.Q0 4, sync_w2r.Q0 4, rptr_empty.rempty 1, sync_r2w.wq2_rptr 4
rptr_empty.rbin 4, master_wrst.q1 1, rptr_empty.rptr 3, master_rrst.q1 1
wptr_full.wptr 4, sync_w2r.rq2_wptr 4, wptr_full.wfull 1, wptr_full.wbin 3
fifo_mem.mem 64, master_rrst.master_rst 1, master_wrst.master_rst 1
kinds of logic after synthesis:
family / after synthesis
muxes: 25
AOI/OAI and AO/OA: 3
other: 1
xor gates and xnor gates: 19
and+or+nand+nor: 46
buffers and inverters: 8
adders and majority gates: 4
DFF: 100
worst paths after layout:
path,from,endpoint,slack [ns],depth (start not counted)
setup / recovery,rptr_empty.rbin[0],rdata[1],0.17,4
hold / removal,master_wrst.master_rst,sync_r2w.Q0[0],0.19,0
setup reg to reg,wptr_full.wbin[0],wptr_full.wfull,0.93,6
hold reg to reg,master_wrst.master_rst,sync_r2w.Q0[0],0.19,0
max in group clk1,winc,wptr_full.wfull,0.59,8
max in group asynchronous,wrst_n,master_rrst.master_rst,2.21,1
min in group clk1,rptr_empty.rptr[1],sync_r2w.Q0[1],0.26,0
min in group clk0,sync_w2r.Q0[2],sync_w2r.rq2_wptr[2],0.34,0
worst max-delay path, cell delays in order, from the launching register on:
cell and delay (ns):
dfxtp_1 0.35, buf_12 0.18, mux4_1 0.58, mux2_2 0.30
clkdlybuf4s50_1 0.42
per-stage QoR:
step / util [%] / instances / hold slack, ns
6_report: 37.4 / 421 / 0.193
5_1_grt: 37.4 / 421 / 0.240
4_1_cts: 37.4 / 421 / 0.207
3_5_place_dp: 34.4 / 401 / 0.197
3_3_place_gp: 34.4 / 401 / 0.200
2_1_floorplan: - / 207 / 0.141
No activity file was given, so power comes from the tool's default toggle rates.
